File: design/flow/run.sh
#!/bin/bash
# OpenROAD 26Q1-2900-gdf79404cd8, Yosys 0.63+post, stock flow scripts
make -C /OpenROAD-flow-scripts/flow DESIGN_CONFIG=/design/flow/config.mk WORK_HOME=/design/flow/orfs finish
File: design/flow/config.mk
export PLATFORM = sky130hd
export DESIGN_NAME = beq
export DESIGN_NICKNAME = beq
export VERILOG_FILES = /design/flow/design.v
export SDC_FILE = /design/flow/constraint.sdc
export NUM_CORES = 4
export LEC_CHECK = 1
export CORE_AREA = 10 10 112 112
export DIE_AREA = 0 0 122 122
File: design/flow/constraint.sdc
current_design beq

set clk_period 12.3
set clk_io_pct 0.2

create_clock -name clk0 -period $clk_period

set non_clock_inputs [all_inputs -no_clocks]
set_input_delay [expr $clk_period * $clk_io_pct] -clock clk0 $non_clock_inputs
set_output_delay [expr $clk_period * $clk_io_pct] -clock clk0 [all_outputs]
File: design/flow/design.v
module beq(pc_out,pc_in,instru,Jump,ALUSrc,RegWrite,MemRead,MemWrite,Branch,ALUOp1,ALUOp0,clk,rst);                                                                                                                                                                             
   input [31:0] pc_in,instru;
   input 		Jump,ALUSrc,RegWrite,MemRead,MemWrite,Branch,ALUOp1,ALUOp0,clk,rst;
   output[31:0] pc_out;
   reg [31:0] 	 pc_out;
   reg [17:0] 	 pc_temp; 
   wire[31:0] 	 instru, pc_in;
   reg [4:0]    rs,rt;
   reg [31:0]   a0,a1,a2,a3,a4,a5,a6,a7,a8,a9,a10,a11,a12,a13,a14,a15;
   reg zero;
   wire Jump,ALUSrc,RegWrite,MemRead,MemWrite,Branch,ALUOp1,ALUOp0;
 	always@(clk or rst)
		if(rst==1)
		  pc_out=0;
		  else
  if((instru[31:26]==6'b000100)&&rst==0)
  begin
  begin
  a0=4'b0000;
  a1=4'b0001;
  a2=4'b0010;
  a3=4'b0011;
  a4=4'b0100;
  a5=4'b0101;
  a6=4'b0110;
  a7=4'b0111;
  a8=4'b1000;
  a9=4'b1001;
  a10=4'b1010;
  a11=4'b1011;
  a12=4'b1100;
  a13=4'b1101;
  a14=4'b1110;
  a15=4'b1111;
  rs=01000;
  rt=01000;
	  zero=1'b1;
   if (zero&&(!Jump)&&(!ALUSrc)&&(!RegWrite)&&(!MemRead)&&(!MemWrite)&&Branch&&(!ALUOp1)&&ALUOp0)
	 begin
		pc_temp={14'b0,instru[15:0],2'b0};
		pc_out=pc_temp+pc_in+4;
	 end
   else
	 pc_out=pc_in+4;
  end
  end
  else
  pc_out=pc_in;
function beqALU;
  input[4:0] rs,rt;
  reg[4:0] temp1,temp2;
  begin
  case(rs)
    5'b01000:temp1=a0;
    5'b01001:temp1=a1;
    5'b01010:temp1=a2;
    5'b01011:temp1=a3;
    5'b01100:temp1=a4;
    5'b01101:temp1=a5;
    5'b01110:temp1=a6;
    5'b01111:temp1=a7;
    5'b10000:temp1=a8;
    5'b10001:temp1=a9;
    5'b10010:temp1=a10;
    5'b10011:temp1=a11;
    5'b10100:temp1=a12;
    5'b10101:temp1=a13;
    5'b10110:temp1=a14;
    5'b10111:temp1=a15;
  endcase
  case(rt)
    5'b01000:temp1=a0;
    5'b01001:temp1=a1;
    5'b01010:temp1=a2;
    5'b01011:temp1=a3;
    5'b01100:temp1=a4;
    5'b01101:temp1=a5;
    5'b01110:temp1=a6;
    5'b01111:temp1=a7;
    5'b10000:temp1=a8;
    5'b10001:temp1=a9;
    5'b10010:temp1=a10;
    5'b10011:temp1=a11;
    5'b10100:temp1=a12;
    5'b10101:temp1=a13;
    5'b10110:temp1=a14;
    5'b10111:temp1=a15;
  endcase
if(temp1==temp2)
beqALU=1;
else
beqALU=0;
end
endfunction
endmodule  
==> run summary <==
Final setup vio count - 0
Post-DP HPWL - 7090 microns
Crit path launch - pc_in[2]
Fmax - 116.5 MHz
Routed wl met3 - 662 microns
Overflow after GRT - 0
Met2 WL - 3987 microns
Setup repair bufs after CTS - 0
Post-Place Cell Area - 3226 sq um
CP Max Fanout - 6
M1 WL - 3845 microns
IO Pins - 106
Critical path type - in -> out
Syn Area/Cell - 6.755 sq um
Die width - 122 microns
Worst-Margin Slew - 0.7302 ns
VDD IR max - 8.632 uV
Vias per cell - 5.020
Gates resized, CTS repair - 0
Crit share post-route - 69.80%
Final hold violations - 0
Pins Over Slew Limit - 0
Area Overhead vs Synth - 51.11%
Cell area after synthesis - 2135 sq um
Initial DRC count - 161
YS chip area - 2135 sq um
Final Util - 31.53%
CP endpoint kind - output pin
Final Worst Setup Slack - 3.714 ns
Worst Hold Class - in -> out
Chip area - 14880 sq um
Final WL - 8518 microns
Layout cells sized above 1 - 3.741%
Seq_cells - 0
Worst path arrival time - 6.13 ns
Vias - 2696
Top Layer Used - met4
# Cells Yosys - 316
Relative slew margins - 50.70%
Floorplan utilization - 20.86%
GR Util All Layers - 10.98%
Remaining antenna violation count after routing - 0
Setup tns final - 0 ns
Flop area - 0 sq um
Routed len/inst - 15.86 microns
Tmin final - 8.586 ns
PwrDens - 32.45 nW/um^2
Design area - 3226 sq um
Tool warnings - 43
DIE HEIGHT - 122 microns
End point of the critical path - pc_out[11]
Antenna diode count - 0
Port bufs - 95
Area of the core - 10230 sq um
Status - complete, no violations
Max-Cap Viols - 0
Largest net degree at the start of global routing - 38
Yosys warns - 1
Pleak - 0.001179 uW
Setup crit start kind - input port
Cell variety after synth - 62
Initial antenna violation count - 0
Post-synth seq share - 0%
Vias in the first global route - 2705
Post-cts hold buffer count - 0
Post-Synthesis Cells - 316
Crit path DRT - 9.84 ns
Pre-CTS setup slack - 3.694 ns
RSZ-0062 raised after global routing - false
First-pass GRT wire length - 13580 microns
DRC Markers - 0
Clock buffers - 0
Gpl congestion - 0.8684
Pre-antenna DRT Iters - 4
Num rows - 37
-- worst min-delay path by stage --
stage     depth (start not counted)        end     start
5_1_grt                           3  pc_out[1]  pc_in[1]
4_1_cts                           3  pc_out[1]  pc_in[1]
6_report                          3  pc_out[1]  pc_in[1]
-- stage by stage --
step	total power, uW	std cells	hold slack [ns]
5_1_grt	117.3	537	5.860
4_1_cts	105.4	537	5.828
3_3_place_gp	104.8	537	5.835
6_report	104.7	537	5.822
2_1_floorplan	56.37	316	4.983
3_5_place_dp	104.5	537	5.828
-- power breakdown --
group	total, uW	internal [uW]	switching (uW)
Sequential	0	0	0
Combinational	105	55.4	49.2
Clock	0	0	0
-- layout by cell type, fill, tap and decap left out, drive strengths merged, types with 7 or more instances in the layout --
master	n
and2	8
o21ai	22
nor4	7
nand4	7
a2111oi	7
ha	33
inv	10
xnor2	16
nand3	9
nand2	31
clkdlybuf4s50	95
a21oi	37
a21o	8
nor2	32
nor3	8
-- cell usage after synthesis, drive strengths merged, types with 2 or more instances --
cell | n | area share, %
and3 | 4 | 1.6
a2111oi | 7 | 4.4
o211a | 2 | 0.94
and4 | 3 | 1.2
o22ai | 5 | 1.5
clkbuf | 10 | 1.8
o21ai | 22 | 5.2
nand2 | 31 | 5.5
ha | 33 | 19
inv | 10 | 1.8
a31oi | 2 | 0.59
buf | 3 | 0.64
a211oi | 4 | 1.4
or3 | 3 | 0.88
o211ai | 3 | 1.1
a21o | 8 | 2.8
o311ai | 2 | 0.82
and2 | 8 | 2.4
nor4 | 7 | 2.3
a311oi | 4 | 1.6
nand3 | 9 | 2.9
xnor2 | 16 | 6.6
nor3b | 2 | 0.70
a21boi | 2 | 0.70
nor2b | 5 | 1.5
a21oi | 37 | 8.7
nor3 | 8 | 1.9
xor2 | 5 | 2.1
nor2 | 32 | 5.7
nand4 | 7 | 2.1
o31ai | 2 | 0.70
nand2b | 2 | 0.59
-- cell type report --
class,instances,area (sq um)
fill,1075,7005
timing repair buffer,98,973.4
tap,136,170.2
inverter,10,37.54
multi-input combinational,293,2044
-- critical path: stages --
cell and delay (ns):
clkdlybuf4s50_1 0.58, inv_1 0.07, ha_1 0.19, inv_1 0.05
ha_1 0.15, inv_1 0.05, fa_1 0.37, nor2b_1 0.23
o2111ai_1 0.21, a21boi_0 0.33, or2_2 0.19, xnor2_1 0.06
a2111oi_0 0.60, clkdlybuf4s50_1 0.59
-- routing by layer --
layer  track usage [%]  up-vias
met5                 0        -
met4            0.5216        0
met3             1.784        4
met2             18.47       93
met1             15.11     1219
li1                  -     1380
-- cell families after synthesis --
kind of cell	count (synthesis)	synth area share [%]
muxes	1	0.5275
adders and majority gates	34	20.28
xor gates and xnor gates	21	8.616
buffers and inverters	23	4.220
AOI/OAI and AO/OA	112	35.35
and+or+nand+nor	125	31.01
No activity file was given, so power comes from the tool's default toggle rates.
