==> ./design.v <==
module tx(clk,write,reset,tx,data);
input clk;
input reset;
input write;
input [7:0]data;
output tx;reg tx;
reg [7:0] thr; 
reg [7:0] tsr;
reg [2:0] cnt;
reg [3:0] state;
reg txclk;
reg txdone,txdone1,write1,write2;
reg datardy;
always@(write or data)
	if(write)
	  begin 
	  thr=data;
	  end
always@(posedge clk or posedge reset)
if(reset)
  begin
  txclk <=1'b0;
  cnt <=3'b000;
  end
else
  begin
  if(cnt ==3'b000)
	txclk = !txclk;
	cnt <= cnt +1;
  end 
 always @(posedge clk or posedge reset)
if (reset) 
	begin
	datardy <= 1'b1;
	write2 <= 1'b1;
	write1 <= 1'b1;		
	txdone1 <= 1'b1;		             
	end
else
	begin
	if (write1 &&  !write2)
	   datardy  <= 1'b0;            
	else if (!txdone &&  txdone1)
	     	datardy  <= 1'b1;			 
	write2 <= write1;
	write1 <= write;
	txdone1 <= txdone;
	end 
always@(posedge txclk or posedge reset)
if(reset)
  begin
  state = 4'b0000;
  txdone= 1'b1;
  end
else if(write&&datardy)
  case(state)
  4'b0000: begin state=4'b0001; tsr=thr;tx=1'b0; txdone= 1'b0; end
  4'b0001: begin state=4'b0010; tx=tsr[0];tsr=tsr>>1; end
  4'b0010: begin state=4'b0011; tx=tsr[0];tsr=tsr>>1; end
  4'b0011: begin state=4'b0100; tx=tsr[0];tsr=tsr>>1; end
  4'b0100: begin state=4'b0101; tx=tsr[0];tsr=tsr>>1; end
  4'b0101: begin state=4'b0110; tx=tsr[0];tsr=tsr>>1; end
  4'b0110: begin state=4'b0111; tx=tsr[0];tsr=tsr>>1; end
  4'b0111: begin state=4'b1000; tx=tsr[0];tsr=tsr>>1; end
  4'b1000: begin state=4'b1001; tx=tsr[0]; end 
  4'b1001: begin state=4'b0000;txdone=1'b1;    tx=1'b1;    end 
  endcase
endmodule
module rx (clk, read, rx, reset,rxdata);
input         clk;		 
input         read;			 
input	      rx;		  	 
input	      reset;		 
output      [7:0] rxdata;		reg 	[7:0]rxdata;	    
reg [3:0] rcnt;
reg       rxclk;
reg [7:0] rsr;
reg [3:0] rstate;
reg       rxstop;
reg       rxrdy;
always@(posedge clk or posedge reset)
   begin
     if(reset)
       rcnt <= 4'b0001;
     else if(read)
          rcnt <= rcnt + 1;
     else
          rcnt <= 4'b0001;
   end
always@(posedge clk or posedge reset)
   begin
       if(reset)
    rxclk <= 1'b0;
    else
     rxclk <= rcnt[3];
   end
always@(posedge rxclk or posedge reset)
   if(reset)
     begin
     rsr  =  8'hff;
     rxrdy = 1'b1;
     rxstop = 1'b0;
     rxdata = 4'b1111;
     end
   else if(read && !rxrdy)
     case(rstate)
     4'b0000 :begin rsr[7] =rx; rsr =rsr>>1;rstate =4'b0001;end
     4'b0001 :begin rsr[7] =rx; rsr =rsr>>1;rstate =4'b0010;end
     4'b0010 :begin rsr[7] =rx; rsr =rsr>>1;rstate =4'b0011;end
     4'b0011 :begin rsr[7] =rx; rsr =rsr>>1;rstate =4'b0100;end
     4'b0100 :begin rsr[7] =rx; rsr =rsr>>1;rstate =4'b0101;end
     4'b0101 :begin rsr[7] =rx; rsr =rsr>>1;rstate =4'b0110;end
     4'b0110 :begin rsr[7] =rx; rsr =rsr>>1;rstate =4'b0111;end
     4'b0111 :begin rsr[7] =rx; rstate =4'b1000;            end
     4'b1000 :begin rxstop = rx; if(rxstop) begin rxrdy =1'b1; rxdata = rsr; rstate =4'b0000; end      end
     endcase
   else
     begin
     rxrdy = rx;
     rstate = 4'b0000;
     rxstop = 1'b0;
     end 
endmodule
module uart(clk, read, rx, reset,rxdata,write,tx,data);
   input		     clk; 
   input       read;			
   input	      rx;		  	wire rx; 
   input	      reset;		
   input       write;
   output      tx;    wire tx;
   input  [7:0] data;
   output [7:0] rxdata; wire [7:0]rxdata;
   tx tx_1(clk,write,reset,tx,data);
   rx rx_1 (clk, read, rx, reset,rxdata);
endmodule
==> ./run.sh <==
#!/bin/bash
# OpenROAD 26Q1-2900-gdf79404cd8, Yosys 0.63+post, stock flow scripts
make -C /OpenROAD-flow-scripts/flow DESIGN_CONFIG=/design/flow/config.mk WORK_HOME=/design/flow/orfs finish
==> ./config.mk <==
export PLATFORM = sky130hd
export DESIGN_NAME = uart
export DESIGN_NICKNAME = uart
export VERILOG_FILES = /design/flow/design.v
export SDC_FILE = /design/flow/constraint.sdc
export NUM_CORES = 4
export LEC_CHECK = 1
export CORE_UTILIZATION = 30
==> ./constraint.sdc <==
current_design uart

set clk_period 1.3
set clk_io_pct 0.2

create_clock -name clk0 -period $clk_period [get_ports {clk}]

set non_clock_inputs [all_inputs -no_clocks]
set_input_delay [expr $clk_period * $clk_io_pct] -clock clk0 $non_clock_inputs
set_output_delay [expr $clk_period * $clk_io_pct] -clock clk0 [all_outputs]
==> impl_metrics.yaml <==
# implementation run metrics
global_routing:
  grtUsageTotal_pct: 8.83
  grt_max_degree: 27
  antenna_found_initial: 0
  grt_pass1_wl_um: 6020
  grt_pass1_vias: 1332
  grt_overflow: 0
sta:
  slew_violations: 0
  fin_worst_skew_ns: 0.00184
  setup_viol: 0
  fin_crit_ns: 1.03
  fin_crit_sh_pct: 78.9
  slew_headroom_pct: 46.7
  whs_ns: 0.366
  untimed_endpoints: 73
  unclocked_pins: 54
  worst_slew_pin_slew_ns: 0.798
  hold_viol_final: 0
  grt_setup_unrepaired: "false"
  timing.final.ws_setup_ns: 0.274
  fin_setup_tns_ns: 0
  max_freq_mhz: 975
cells_and_area:
  syn2layout_area_growth_pct: 16.4
  final_cell_count_no_fill: 298
  fin_area_um2: 2820
  drive_above_1_share_pct: 32.1
  fillers: 761
  fin_util_pct: 36.3
worst_setup_path:
  critPathCaptureType: "flip-flop"
  critical_path.top_delay_family: "flip-flops"
  timing.rr.start: "rx_1.rcnt[0]"
  cp_data_arrival_time_ns: 1.15
  cp_cell_sequence: "ha_1 -> xor2_1 -> and2_1"
  crit_type: "flip-flop to flip-flop"
  cp_max_fo: 3
  start_kind: "flip-flop"
  setup.worst_path.start: "rx_1.rcnt[0]"
  required_ns: 1.42
  cp_slowest_cell: "dfstp_2"
  critical-path-max-stage-delay_ns: 0.54
  path_buffers: 0
pwr:
  p_leak_nw: 1.19
  p_per_area_nw_per_um2: 358
  power_mw: 1.01
  ir_worst_vdd_mv: 0.460
floorplan:
  rows: 32
  fp_util_pct: 31.2
  chipWidth_um: 91.9
  core_area_um2: 7770
  die_h_um: 91.9
  pin_count: 22
  dieArea_um2: 8450
detailed_routing:
  ant_nets: 0
  route.vias.total: 1318
  drt_iter0_drc: 50
  drt-pass1-iter-count: 3
  routed_wl_um: 3450
  drc_errors: 0
  route.antenna.diode_count: 0
  wl_per_cell_um: 11.6
  drt-vias-per-instance: 4.42
placement:
  port-buffer-count: 21
  hpwl_um: 2480
  finalWeightedCongestion: 0.757
  placed_cells: 294
  placed_area_um2: 2780
  place_ws_ns: 0.246
yosys:
  avgSynthCellArea_um2: 14.2
  top_cells_by_count: "24 x mux2_2, 21 x dfrtp_1, 20 x dfstp_2, 19 x nand2_1"
  top_area_share_pct: 21.7
  synth_cell_type_count: 33
  yosys_warnings: 2
  synth.largest_area_cell: "dfrtp_1"
  area_leaders: "dfrtp_1 22%, dfstp_2 22%, edfxtp_1 11%"
  synth-async-reset-ratio_pct: 61.2
  synth_top_cell_by_count: "mux2_2"
  ys_cells: 171
  flop_cell: "dfrtp_1"
  synthesis.area_um2: 2420
  syn_inst: 171
  ys.flops: 67
  edf_count: 9
  yosysChipArea_um2: 2420
run:
  tool_warnings: 26
  drv_cap: 0
run_status:
  status: "finished clean"
worst_hold_path:
  hp-class: "flip-flop to flip-flop"
  min-delay-start: "tx_1.write1"
clock_tree:
  clk-insertion-delay-late_ns: 0.23
  cts_tree: "built"
  numCtsBuffers: 3
  holdBufCountCts: 0
  h-tree-depth: 1
  cts_resized: 0
  cts-root-buf: "clkbuf_8"
  cts_setup_buffers: 0
  cts_buffer_depth: 2
  clk_transition_reported_paths_ns: 0.05
==> worst paths after layout <==
check / endpoint / slack (ns) / cells after the start
max in group asynchronous: rx_1.rcnt[0] / 0.60 / 2
setup reg to reg: rx_1.rcnt[2] / 0.27 / 3
min in group asynchronous: tx_1.txclk / 0.40 / 2
hold / removal: tx_1.write2 / 0.37 / 0
setup / recovery: rx_1.rcnt[2] / 0.27 / 3
hold reg to reg: tx_1.write2 / 0.37 / 0
==> cells in the final DEF, fill, tap and decap left out, types with 2 or more instances in the layout <==
master,n
a21oi_1,2
a32o_1,3
and2_1,3
buf_4,5
clkbuf_8,3
clkdlybuf4s50_1,21
dfrtp_1,21
dfstp_2,20
dfxtp_1,9
dlxtp_1,8
edfxtp_1,9
ha_1,3
inv_1,4
mux2_2,24
mux2_4,7
nand2_1,19
nand2b_1,2
nand3_1,3
nor2_1,2
o21a_1,3
o21ai_0,8
xnor2_1,2
xor2_1,2
==> logic make-up (layout without fill, tap and decap cells) <==
group | count (synthesis) | after routing | synth area share [%]
AND-OR/OR-AND | 20 | 20 | 5.62
XOR/XNOR | 4 | 4 | 1.45
adder cells (fa/ha/maj) | 3 | 3 | 1.55
buffers and inverters | 10 | 35 | 1.86
flip-flops | 59 | 59 | 61.9
latches | 8 | 8 | 4.95
multiplexers | 31 | 31 | 15.5
AND/OR/NAND/NOR | 36 | 36 | 7.17
==> power breakdown <==
part / leakage, nW / total (mW) / switching [mW] / internal, mW
registers: 0.719 / 0.520 / 0.0248 / 0.495
logic: 0.449 / 0.154 / 0.0731 / 0.0807
clock network: 0.0228 / 0.337 / 0.122 / 0.215
==> area by class of cell <==
class	instances	area [um2]	share of cell area (%)
sequential	67	1620	57.4
multi-input combinational	94	758	26.9
timing repair buffer	26	248	8.78
clock buffer	4	45.0	1.60
tap	102	128	4.52
inverter	5	22.5	0.798
==> per-layer routing <==
layer | part of all wire [%] | GRT usage, % | up-vias | wire length [um]
li1 | - | - | 639 | -
met1 | 51 | 14.0 | 662 | 1770
met2 | 46 | 14.2 | 15 | 1570
met3 | 2.1 | 0.928 | 2 | 73
met4 | 0.98 | 0.781 | 0 | 34
met5 | 0 | 0 | - | 0
Power is estimated from default activity; no workload was simulated.
